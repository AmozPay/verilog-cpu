### design/flow/config.mk
export PLATFORM = sky130hd
export DESIGN_NAME = inc
export DESIGN_NICKNAME = inc
export VERILOG_FILES = /design/flow/design.v
export SDC_FILE = /design/flow/constraint.sdc
export NUM_CORES = 4
export LEC_CHECK = 1
export CORE_AREA = 10 10 70 70
export DIE_AREA = 0 0 80 80
### design/flow/constraint.sdc
current_design inc

set clk_period 4.5
set clk_io_pct 0.2

create_clock -name clk0 -period $clk_period

set non_clock_inputs [all_inputs -no_clocks]
set_input_delay [expr $clk_period * $clk_io_pct] -clock clk0 $non_clock_inputs
set_output_delay [expr $clk_period * $clk_io_pct] -clock clk0 [all_outputs]
### design/flow/design.v
module half_adder(output sum, output carry, input a, input b);
  assign sum = a ^ b;
  assign carry = a & b;
endmodule
module full_adder(output sum, output carry, input a, input b, input c);
  assign sum = a ^ b ^ c;
  assign carry = (a & (b|c)) | (b&c);
endmodule
module add
#(parameter BUS_WIDTH = 16)
(output carry, output [BUS_WIDTH-1:0] sum, input [BUS_WIDTH-1:0] a, input [BUS_WIDTH-1:0] b);
  wire [BUS_WIDTH-1:0] carries;
  genvar i;
  generate
    half_adder hadd(sum[0], carries[0], a[0], b[0]);
    for (i = 1; i < BUS_WIDTH; i = i + 1) begin
      full_adder fadd(sum[i], carries[i], a[i], b[i], carries[i - 1]);
    end
  endgenerate
  assign carry = carries[BUS_WIDTH-1];
endmodule
module inc
#(parameter BUS_WIDTH = 16)
(output [BUS_WIDTH-1:0] out, input [BUS_WIDTH-1:0] in);
  wire [BUS_WIDTH-1:0] one = 1;
  wire carry;
  add #(.BUS_WIDTH(BUS_WIDTH)) add(carry, out, in, one);
endmodule
### design/flow/run.sh
#!/bin/bash
# OpenROAD 26Q1-2900-gdf79404cd8, Yosys 0.63+post, stock flow scripts
make -C /OpenROAD-flow-scripts/flow DESIGN_CONFIG=/design/flow/config.mk WORK_HOME=/design/flow/orfs finish
==> out/notes.md <==
The run finished with clean final reports. The clock buffers instantiated in the layout total 0. With the first-pass detailed-route iteration total at 1, the buffers inserted during post-CTS setup optimization is 0. The post-synthesis average cell area came out at 9.62 um2. The arrival time of data at the worst endpoint is listed as 3.51 ns.

Per STA, the worst path is made up of clkdlybuf4s15_1 -> ha_2 -> ha_4 -> ha_4 -> ha_4 -> ha_4 -> ha_4 -> ha_4 -> ha_4 -> ha_4 -> ha_4 -> ha_4 -> ha_4 -> ha_4 -> ha_4 -> xor2_1 -> buf_2. The run gives 0 as the flop count. The run gives 3420 um2 as the core region area. STA classifies the critical path endpoint as a primary output.

The largest single stage delay on the critical path is 0.19 ns. The gate-level netlist out of Yosys references 4 unique cell types. For reference, the critical path is launched at in[0]. The share of the clock period used by the worst path was 98.0%; the fraction of layout instances using a drive strength above 1 was 33.3%. Across all checked pins, the minimum headroom to the slew limit is 91.8%. With the area of the chip at 6400 um2, the cell leakage power is 0.251 nW.

At the end of routability-driven placement, the weighted congestion stood at 0.781. Critical path launch point type: a primary input. Largest driver fanout on the critical path: 2. Sorting the synthesized cells by area gives the leading types as sky130_fd_sc_hd__ha_1 57%, sky130_fd_sc_hd__buf_4 39%, sky130_fd_sc_hd__xor2_1 2.8%, sky130_fd_sc_hd__inv_1 1.2%. Summed over its instances, the top area cell type makes up 56.9% of the synthesized netlist area. The HPWL after detailed placement is 836 um. Per the GRT congestion report, total overflow comes to 0. Adding up every negative setup slack in the final design gives 0 ns.

Along the critical path, the tally of buffer and inverter instances is 2. The kind of critical path was in -> out. Looking at the max-slew report, the worst-margin pin has a slew of 0.123 ns. The detail route stage leaves a number of antenna-violating nets equal to 0.

The detailed router reported a total wirelength of 961 um. The run gives 57.5 nW/um2 for the total power per unit cell area. Per the OpenROAD floorplan log, the height of the die is 80 um.

The cell with the largest stage delay on the worst path was sky130_fd_sc_hd__clkdlybuf4s15_1. The final critical path time including I/O delays and setup works out to 4.41 ns. Entering global routing, the biggest net connects 3 pins.

The biggest area consumer among synthesized cells is sky130_fd_sc_hd__ha_1. The number of top-level pins was 32; the cell total after placement was 94. The first global-routing pass estimated 1500 um of wire. The post-route DRC violation count is 0. Measured along the x axis, the die boundary spans 80 um.

The placed instances occupy a cell area of 566 um2. The initial antenna violation count is 0, and the area figure in the yosys stat output is 308 um2. Static timing analysis puts the maximum clock frequency at 227 MHz. The cell that appears most often on the critical path is sky130_fd_sc_hd__ha_4. Area of the multi-input gates: 349 um2. The layout filler cell count came out at 367. The peak supply drop was 0.0253 mV; the yosys synthesis warning count was 0. The tools report the non-filler instance count after layout as 94. The violation tally recorded at the end of detailed-routing iteration 0 is 0. The area growth from synthesis to layout is 133%.

At the worst endpoint, the required time is 3.60 ns. In the floorplan report the effective utilization is 9.01%. Among cell families on the critical path, the largest total delay comes from adder cells.

For reference, the placement row count at floorplan is 21. The synthesized area came out at 308 um2. The average routed wire per standard cell was 10.2 um. The global-route usage over all layers came out at 2.91%.

Pins over their slew limit in the final report were tallied at 0. Summing over every cut layer, the via total after detailed routing is 266. Across the run, the number of max-cap violations was 0. The final hold violation count recorded for this run is 0. The total of buffers placed on input and output ports works out to 32.

The area taken by sequential standard cells is reported as 0 um2. In the synthesized netlist, the number of instances is 32. After clock tree synthesis, the flow added hold-fix buffers numbering 0. The class of the tightest hold or removal check was in -> out. The logs give 312 for the number of global-route vias before repair and 717 um2 for the area of all placed cells without fillers. Final hold analysis gives a worst-case slack of 2.43 ns. Setup repair after global routing left no endpoint under its margin. Via-per-instance ratio: 2.83. The share of the Yosys chip area taken by registers is 0%. For the worst min-delay path, the startpoint reported by OpenROAD is in[0]. Across all stage logs, warnings added up to 35. The number of antenna diodes in the final layout is 0. Per the finish-stage timing summary, setup violations number 0. The yosys cell count came out at 32.
[worst paths after layout]
check  cells after the start      end  slack (ns)
max                       17  out[15]        0.09
min                        3   out[0]        2.43
[what timing repair did]
item                                    CTS  global route
resized                                  39             1
endpoints found under the setup margin    6             2
pin swaps                                12             9
[placed cells by master (no fill, tap or decap)]
cell type and instances:
sky130_fd_sc_hd__clkdlybuf4s50_1 25, sky130_fd_sc_hd__clkdlybuf4s15_1 2, sky130_fd_sc_hd__inv_1 1, sky130_fd_sc_hd__ha_4 13, sky130_fd_sc_hd__xor2_1 1, sky130_fd_sc_hd__dlygate4sd2_1 3, sky130_fd_sc_hd__buf_2 2, sky130_fd_sc_hd__ha_2 1
[final cells by class]
| cell class | instances | area share (%) |
|---|---|---|
| inverter | 1 | 0.524 |
| multi-input combinational | 15 | 48.7 |
| tap | 46 | 8.03 |
| timing repair buffer | 32 | 42.8 |
[cell usage after synthesis]
cell type and number:
sky130_fd_sc_hd__ha_1 14, sky130_fd_sc_hd__buf_4 16, sky130_fd_sc_hd__xor2_1 1, sky130_fd_sc_hd__inv_1 1
[where the power goes]
part	total, mW	switching [mW]	internal [mW]
registers	0	0	0
clock network	0	0	0
logic	0.0412	0.0108	0.0304
[worst min-delay path: stages]
cell and delay [ns]:
sky130_fd_sc_hd__clkdlybuf4s15_1 0.19, sky130_fd_sc_hd__inv_1 0.04, sky130_fd_sc_hd__clkdlybuf4s50_1 0.40
[cells by family (layout without fill, tap and decap cells)]
family | after synthesis | count (layout) | share of synthesized area [%]
buf+inv | 17 | 33 | 40.2
fa+ha+maj | 14 | 14 | 56.9
xor+xnor | 1 | 1 | 2.85
[per-stage QoR]
step                setup WS [ns]  total power, mW  utilization (%)
floorplan                  0.0274           0.0148                -
global placement           -0.886           0.0367             16.6
detailed placement         -0.933           0.0369             16.6
CTS                       0.00350           0.0417             21.0
global route              0.00435           0.0467             21.0
finish                     0.0922           0.0412             21.0
[layer usage]
| layer | part of all wire [%] | wire, um | track usage [%] | vias up |
|---|---|---|---|---|
| met5 | 0 | 0 | 0 | - |
| met4 | 0 | 0 | 0 | 0 |
| met3 | 31 | 294 | 3.52 | 0 |
| met2 | 24 | 235 | 3.05 | 31 |
| met1 | 45 | 432 | 3.76 | 110 |
| li1 | - | - | - | 125 |
No activity file was given, so power comes from the tool's default toggle rates.
